===== /design/flow/constraint.sdc =====
current_design DSP

set clk_period 9.8
set clk_io_pct 0.2

create_clock -name clk0 -period $clk_period [get_ports {clk}]

set non_clock_inputs [all_inputs -no_clocks]
set_input_delay [expr $clk_period * $clk_io_pct] -clock clk0 $non_clock_inputs
set_output_delay [expr $clk_period * $clk_io_pct] -clock clk0 [all_outputs]

===== /design/flow/run.sh =====
#!/bin/bash
# OpenROAD 26Q1-2900-gdf79404cd8, Yosys 0.63+post, stock flow scripts
make -C /OpenROAD-flow-scripts/flow DESIGN_CONFIG=/design/flow/config.mk WORK_HOME=/design/flow/orfs finish

===== /design/flow/design.v =====
module DSP(A,B,C,D,clk,rst_n,P);
    input [17:0]A,B,D;
    input [47:0]C;
    input clk ,rst_n;
    parameter OPERATION = "ADD";
    output reg[47:0]P;
    reg [17:0]A_reg,B_reg,D_reg;
    reg [47:0]C_reg;
    reg [35:0]Adder_output;
    reg [35:0]Adder_output_reg;
    reg [17:0]A_reg_reg;
    reg [47:0]multipler_output;
    reg [47:0]multipler_output_reg;
    reg [36:0]Adder_output_2;
    reg [36:0]Adder_output_2_reg;
    always@(posedge clk)begin
      if(~rst_n)begin
        A_reg <= 0;
        B_reg <= 0;
        C_reg <= 0;
        D_reg <= 0;        
      end
      else begin
        A_reg <= A;
        B_reg <= B;
        C_reg <= C;
        D_reg <= D;      
      end
    end
    always@(posedge clk)begin
        if(~rst_n)
          Adder_output <= 36'b0;
        else begin
            if(OPERATION)begin
                Adder_output <= D_reg + B_reg;
            end
            else begin
                Adder_output <= D_reg - B_reg;
            end
        end
    end
    always@(posedge clk)begin
        if(~rst_n)begin
            Adder_output_reg <= 0;
            A_reg_reg <= 0;
        end
        else begin
            Adder_output_reg <= Adder_output;
            A_reg_reg <= A_reg;
        end
    end
    always@(posedge clk)begin
        if(~rst_n)begin
            multipler_output <= 0;
        end
        else begin
            multipler_output <= A_reg_reg * Adder_output_reg;
        end
    end
    always@(posedge clk)begin
        if(~rst_n)begin
            multipler_output_reg <= 0;
        end
        else begin
            multipler_output_reg <= multipler_output;
        end
    end
    always@(posedge clk)begin
        if(~rst_n)begin
            Adder_output_2 <= 0;
        end
        else begin
            if(OPERATION)
                Adder_output_2 <= multipler_output_reg + C_reg;
            else
                Adder_output_2 <= multipler_output_reg - C_reg;
        end
    end
    always@(posedge clk)begin
        if(~rst_n)begin
            Adder_output_2_reg <= 0;
        end
        else begin
            Adder_output_2_reg <= Adder_output_2;
        end
    end
    always@(posedge clk)begin
        if(~rst_n)begin
            P <= 0;
        end
        else begin
            P <= Adder_output_2_reg;
        end
    end
endmodule

===== /design/flow/config.mk =====
export PLATFORM = sky130hd
export DESIGN_NAME = DSP
export DESIGN_NICKNAME = DSP
export VERILOG_FILES = /design/flow/design.v
export SDC_FILE = /design/flow/constraint.sdc
export NUM_CORES = 4
export LEC_CHECK = 1
export CORE_UTILIZATION = 30

==> flow_summary_export.csv <==
group,metric,value,unit
detailed_routing,antenna_cells,0,
timing,slew_headroom,44.0,%
detailed_routing,ant_nets,0,
worst_hold_path,hp-class,"register to register",
final_layout,drive_above_1_share,4.24,%
final_layout,fillers,7355,
floorplanning,core_area,73500,µm²
critical_path,worstPathArrival,7.48,ns
detailed_routing,drtIter0Drc,621,
yosys,ys_seq_share,29.6,%
placement,port_buffers,129,
floorplanning,pin_count,152,
yosys,ys_ff,332,
placement,gp_congestion,0.912,
global_route,grt_pass1_wl,76900,µm
critical_path,regToRegStartpoint,"A_reg_reg[10]",
yosys,flop_cell,"dfxtp_1",
floorplanning,die_height,276,µm
final_layout,regArea,6650,µm²
placement,dpl.hpwl,34400,µm
yosys,edf_count,0,
final_layout,final_cell_area,25900,µm²
timing,clock.fmax,0.141,GHz
yosys,async_flop_share,0,%
timing,layout_min_cycle_time,7.09,ns
critical_path,critPathLaunch,"A_reg_reg[10]",
detailed_routing,drt-total-wl,45800,µm
cts,ctsHoldBuffers,0,
cts,path_clk_slew,0.06,ns
floorplanning,fp.dieW,276,µm
detailed_routing,post_drt_wl_per_cell,13.3,µm
cts,cts_buffers,34,
pwr,cellLeakagePower,12.3,nW
cts,cts_resized,0,
global_route,grt_pass1_vias,15174,
global_route,antenna_found_initial,0,
floorplanning,die_area,76000,µm²
floorplanning,std_cell_rows,99,
global_route,overflow,0,
critical_path,crit_end,"multipler_output[32]",
yosys,ys_cells,2355,
yosys,post_synth.cell_area_avg,9.54,µm²
yosys,postSynthCellCount,2355,
final_layout,combGateArea,14100,µm²
pwr,p_per_area,122,nW/µm²
yosys,ys_types,61,
critical_path,critPathRequiredTime,10.19,ns
critical_path,r2r_end,"multipler_output[32]",
detailed_routing,dr_total_vias,14842,
detailed_routing,drc_errors,0,
run_status,status,"completed",
pwr,peakVddDrop,0.109,mV
yosys,synth_area,22500,µm²
critical_path,r2r_slack,2.71,ns
timing,finalSetupViolCount,0,
timing,skew,0.0162,ns
job,max_cap_violations,0,
cts,cts_max_path_buffers,3,
timing,hold_ws,0.419,ns
critical_path,r2r_cells,20,
timing,worst_pin_slew,0.840,ns
cts,clkSinkCount,332,
critical_path,crit_fanout,19,
cts,cts_setup_buffers,0,
critical_path,critPathCaptureType,"register",
timing,rsz0062_at_grt,"false",
placement,dp_cells,3374,
yosys,ys_warn_count,1,
placement,dpl_cell_area,24800,µm²
timing,post-route-period-util,72.4,%
cts,htreeDepth,2,
yosys,yosys-top-cells-count,"and2_1, inv_1, dfxtp_1",
detailed_routing,firstDrtPassIters,5,
final_layout,synthToLayoutAreaGrowth,15.4,%
timing,setup_tns,0,ns
yosys,top_cell_area_share,29.6,%
yosys,yosysMostFrequentCell,"and2_1",
floorplanning,fp-utilization,30.6,%
job,warnings,38,
timing,final_max_slew_viol_count,0,
critical_path,crit_type,"register to register",
final_layout,layout.cells.non_filler,3436,
critical_path,start_kind,"register",
timing,hold_violations,0,
yosys,yosys_area,22500,µm²
cts,clock_latency,0.53,ns
yosys,top_cells_by_area,"dfxtp_1, fa_1, and2_1",
yosys,yosysTopAreaCell,"dfxtp_1",
cts,root_buffer,"clkbuf_16",
cts,cts_tree,"yes",
global_route,grt_max_degree,103,
global_route,grt_usage,13.1,%
detailed_routing,viasPerCell,4.32,
## critical path, stage by stage, from the launching register on
cell and delay [ns]:
dfxtp_1 0.86, nand2_1 0.16, fa_1 0.54, inv_1 0.05
fa_1 0.47, fa_1 0.60, fa_1 0.44, fa_1 0.50
inv_1 0.05, fa_1 0.47, inv_1 0.04, ha_1 0.38
a21oi_1 0.32, nand2_1 0.12, a221oi_1 0.37, o21ai_1 0.14
o31ai_1 0.61, a21oi_1 0.22, nor3_1 0.21, xor2_1 0.33
nor2_1 0.08
## how the worst min path moves through the flow
stage / startpoint / end / slack, ns / cells after the start
after CTS: Adder_output[7] / Adder_output_reg[7] / 0.42 / 1
after global routing: A_reg[2] / A_reg_reg[2] / 0.44 / 1
final: Adder_output[7] / Adder_output_reg[7] / 0.42 / 1
## layout make-up
type / count / area share, %
well taps: 959 / 4.63
clock buffers: 46 / 3.73
inverters: 342 / 4.95
multi-input cells: 1581 / 54.4
clock inverters: 16 / 0.729
repair buffers: 160 / 5.88
flip-flops and latches: 332 / 25.6
## layout by cell type, fill, tap and decap left out, types with 5 or more instances in the layout
master,count
and2_1,407
inv_1,341
dfxtp_1,332
fa_1,274
nand2_1,229
ha_1,165
clkdlybuf4s50_1,128
nor2_1,101
a21oi_1,66
a21o_1,46
xor2_1,38
clkbuf_16,35
xnor2_1,34
buf_4,31
o21ai_0,29
nor3_1,16
nand3_1,15
o21ai_1,15
nand2b_1,12
o21bai_1,12
nand4_1,11
conb_1,11
and3_1,10
a31oi_1,10
nor2b_1,9
a211oi_1,9
o21a_1,7
clkinv_2,7
clkbuf_1,6
o211ai_1,5
clkbuf_8,5
## metrics by stage
| stage | worst slack [ns] | total power [mW] | utilization, % |
|---|---|---|---|
| floorplan | 3.77 | 1.74 | - |
| global route | 2.25 | 3.33 | 35.3 |
| finish | 2.71 | 3.17 | 35.3 |
| CTS | 2.82 | 3.22 | 35.3 |
| detailed placement | 2.84 | 1.88 | 33.7 |
| global placement | 2.84 | 1.88 | 33.7 |
## power breakdown
| part | internal, mW | switching, mW | leakage [nW] |
|---|---|---|---|
| combinational | 0.177 | 0.226 | 9.00 |
| sequential | 1.42 | 0.0274 | 2.72 |
| clock | 0.783 | 0.535 | 0.569 |
| total | 2.38 | 0.788 | 12.3 |
## per-layer routing
layer / share of wire [%] / GRT usage [%]
met4: 1.5 / 1.92
met1: 46 / 18.5
met5: 0 / 0
met3: 8.1 / 4.57
met2: 44 / 20.3
## kinds of logic (layout without fill, tap and decap cells)
logic type / after synthesis / count (layout) / share of synthesized area [%]
simple gates: 824 / 824 / 19.2
xor+xnor: 72 / 72 / 2.81
fa+ha+maj: 439 / 439 / 33.6
compound gates: 232 / 232 / 6.88
buf+inv: 452 / 564 / 7.75
mux: 3 / 3 / 0.134
flops: 332 / 332 / 29.6
other cells: 1 / 11 / 0.0167
Power figures rest on the tool's default switching activity, not on a simulated workload.
