==> ./run.sh <==
#!/bin/bash
# OpenROAD 26Q1-2900-gdf79404cd8, Yosys 0.63+post, stock flow scripts
make -C /OpenROAD-flow-scripts/flow DESIGN_CONFIG=/design/flow/config.mk WORK_HOME=/design/flow/orfs finish
==> ./config.mk <==
export PLATFORM = sky130hd
export DESIGN_NAME = ALSU
export DESIGN_NICKNAME = ALSU
export VERILOG_FILES = /design/flow/design.v
export SDC_FILE = /design/flow/constraint.sdc
export NUM_CORES = 4
export LEC_CHECK = 1
export CORE_UTILIZATION = 40
==> ./constraint.sdc <==
current_design ALSU

set clk_period 4.8
set clk_io_pct 0.2

create_clock -name clk0 -period $clk_period [get_ports {clk}]

set non_clock_inputs [all_inputs -no_clocks]
set_input_delay [expr $clk_period * $clk_io_pct] -clock clk0 $non_clock_inputs
set_output_delay [expr $clk_period * $clk_io_pct] -clock clk0 [all_outputs]
==> ./design.v <==
module ALSU(A,B,opcode,cin,serial_in,direction,
            red_op_A,red_op_B,bypass_A,bypass_B,
            clk,rst,out,leds);
    parameter INPUT_PRIORITY = "A";
    parameter FULL_ADDER = "ON";
    input [2:0]A,B,opcode;
    input cin,serial_in,direction,red_op_A,red_op_B,bypass_A,bypass_B,clk,rst;
    output reg [15:0]leds;
    output reg [5:0]out;
    reg [2:0]A_reg,B_reg,opcode_reg;
    reg cin_reg,serial_in_reg,direction_reg,red_op_A_reg,red_op_B_reg,bypass_A_reg,bypass_B_reg;
    always@(posedge clk or posedge rst)begin
    if(rst)begin
        A_reg <= 3'b0;
        B_reg <= 3'b0;
        opcode_reg <= 3'b0;
        cin_reg <= 0;
        serial_in_reg <= 0;
        direction_reg <= 0;
        red_op_A_reg <= 0;
        red_op_B_reg <= 0;
        bypass_A_reg <= 0;
        bypass_B_reg <= 0;
    end
    else begin
        A_reg <= A;
        B_reg <= B;
        opcode_reg <= opcode;
        cin_reg <= cin;
        serial_in_reg <= serial_in;
        direction_reg <= direction;
        red_op_A_reg <= red_op_A;
        red_op_B_reg <= red_op_B;
        bypass_A_reg <= bypass_A;
        bypass_B_reg <= bypass_B;
        end
    end  
    always@(posedge clk or posedge rst)begin
        if(rst)begin 
            out <= 6'b0;
            leds <= 16'b0;
        end
        else begin
            if(bypass_A_reg && bypass_B_reg)begin
                if(INPUT_PRIORITY == "A")
                    out <= A_reg;
                else
                    out <= B_reg;
            end
            else if(bypass_A_reg)
                out <= A_reg;
            else if(bypass_B_reg)
                out <= B_reg;
            else begin
                case (opcode_reg)
                0: begin
                    leds <= 16'b0;
                    if(red_op_A_reg && red_op_B_reg)begin
                        if(INPUT_PRIORITY == "A")
                            out <= &A_reg;
                        else 
                            out <= &B_reg;
                    end
                    else if(red_op_A_reg)
                        out <= &A_reg;
                    else if(red_op_B_reg)
                        out <= &B_reg;
                    else
                    out <= A_reg & B_reg;
                end
                1:begin 
                    leds <= 16'b0;
                    if(red_op_A_reg && red_op_B_reg)begin
                        if(INPUT_PRIORITY == "A")
                            out <= ^A_reg;
                        else 
                            out <= ^B_reg;
                    end
                    else if(red_op_A_reg)
                        out <= ^A_reg;
                    else if(red_op_B_reg)
                        out <= ^B_reg;
                    else
                    out <= A_reg ^ B_reg;
                end
                2: begin
                    leds <= 16'b0;
                    if(FULL_ADDER == "ON")
                    out <= A_reg + B_reg + cin_reg;
                    else
                    out <= A_reg + B_reg;
                end
                3: begin 
                    leds <= 16'b0;
                    out <= A_reg * B_reg;
                end
                4:begin 
                    leds <= 16'b0;
                    if(direction_reg)  
                        out <= {out[4:0], serial_in_reg};
                    else
                        out <= {serial_in_reg, out[5:1]};
                end
                5:begin 
                    leds <= 16'b0;
                    if(direction_reg)   
                        out <= {out[4:0],out[5]};
                    else
                        out <= {out[0],out[5:1]};
                end
                default:begin
                    leds <= ~leds;   
                    out <= 6'b0;
                end
                endcase
                if( (red_op_A_reg || red_op_B_reg) && (opcode_reg != 3'b000) && (opcode_reg != 3'b001))begin
                    leds <= ~leds;   
                    out <= 6'b0;
                end
            end
        end  
    end 
endmodule
==> impl_metrics.ini <==
; physical design summary
[yosys]
synth_top_cell_by_area = dfrtp_1
syn_area_per_cell_sq_um = 11.2
edf_count = 0
compound_area_frac = 0.176
yosys_cells = 173
ys_sh_mux = 0.0493
ys.flops = 38
synth_top_flop_cell = dfrtp_1
synthesis.area_sq_um = 1930
synth_async_sr_flop_share = 1.00
synth_cell_types = 37
ys_chip_area_sq_um = 1930
synthAdderAreaFrac = 0.109
top_area_frac = 0.493
synthCells = 173
yosys_warnings = 1
ys_seq_frac = 0.493
synth-xor-area-share = 0.0227
synth-simple-area-share = 0.115
top_logic_kind = AND-OR/OR-AND gates
topCellsByArea = dfrtp_1 49%, ha_1 7.8%, nand2_1 5.1%, o21ai_2 4.5%, fa_1 3.1%

[route]
routedWlPerCell_microns = 13.8
viasPerCell = 5.18
drc = 0
first_pass_iters = 4
vias = 1387
drt-total-wl_mm = 3.71
drt_iter0_drc = 99
insertedDiodeCount = 0
drtAntennaViolNets = 0

[critical_path]
worstPathArrival_ps = 2440
critPathMaxStageDelay_ps = 470
r2r_end = out[4]$_DFF_PP0_
end_kind = flip-flop
r2r-start = A_reg[1]$_DFF_PP0_
worst-setup-path-type = flip-flop to flip-flop
crit_chain = ha_1 > xnor2_1 > ha_1 > ha_1 > fa_1 > xnor2_1 > o22ai_1 > and3_1
timing.critical_path.mode_cell = ha_1
path_max_fanout = 7
r2r_slack_ps = 2540
cp_num_buf_inv = 0
cp-start-kind = flip-flop
reg2reg_depth = 8
cp_num_cells = 8
critPathTopFamily = adder cells
cp.required_ps = 4970
crit_slowest_cell = dfrtp_1

[timing]
worstMarginPinSlew_ps = 508
fmax_mhz = 442
maxSlewViolCount = 0
tns_ps = 0
holdWs_ps = 479
rsz0062_at_grt = false
finalClockSkew_ps = 5.95
period_needed_ps = 2260
finalHoldViolations = 0
relSlewSlack = 0.662
finalSetupViolCount = 0
fin_crit_sh = 0.471

[power_and_ir_drop]
peakVddDrop_mv = 0.186
p_total_uw = 767
leakagePower_nw = 1.08
p_per_area_nw_per_um2 = 314

[job]
stage_log_warnings = 26
maxCapViolations = 0

[clock_network]
root_buffer = clkbuf_8
cts_tree = yes
cts_made_buffers = 5
ctsResizeCount = 0
cts_htree_levels = 2
cts_buffer_depth = 2
cts_setup_buffers = 0
clk_pin_slew_worst_paths_ps = 70
clkSinkCount = 38
clk_latency_ps = 280
cts_hold_buf = 0

[grt]
grt-ovfl-total = 0
grt_use_met1 = 0.280
grt_usage = 0.169
grt.busiest_layer = met1
use_met2 = 0.239
grt_start_max_net_pins = 39
grt_pass1_wl_mm = 6.61
grtUsageMet3 = 0.0399
antenna_found_initial = 0
grt_pass1_vias = 1434

[floorplan]
fp.dieH_microns = 71.5
die_w_microns = 71.5
fp_util = 0.429
core_area_sq_um = 4500
rows = 24
die_area_sq_um = 5110
io_pins = 40

[final_layout]
top_register = leds
fin_area_sq_um = 2440
final_cells = 268
regArea_sq_um = 951
fill_cells = 399
comb_area_sq_um = 911
reg_top3 = leds x16, out x6
lay_top_count = clkdlybuf4s50_1
layout-drive-gt1-share = 0.120
syn_to_final_growth_pct = 26.5
mostFrequentLayoutCells = 39 x clkdlybuf4s50_1, 38 x dfrtp_1, 26 x nand2_1
largest_register_ffs = 16

[min_path]
hold_path_class = flip-flop to flip-flop
worstHoldStart = leds[11]$_DFFE_PP0P_
worstHoldEndpoint = leds[11]$_DFFE_PP0P_
worstHoldPathCells = 1

[place]
gp_congestion = 0.938
portBuffers = 39
placed_cells = 260
hpwl_mm = 2.70
placed_cell_area_sq_um = 2350

[outcome]
status = completed
stage by stage:
step | worst slack, ps | util
CTS | 2520 | 0.542
detailed placement | 2540 | 0.521
global placement | 2570 | 0.521
finish | 2540 | 0.542
floorplan | 2650 | -
global route | 2390 | 0.542
area by class of cell:
cell class,instances,share of cell area
inverters,4,0.00615
clock inverters,2,0.00512
flip-flops and latches,38,0.389
multi-input cells,125,0.373
repair buffers,41,0.166
clock buffers,6,0.0338
well taps,52,0.0266
kinds of logic (layout without fill, tap and decap cells):
family / Yosys count / count (layout)
xor gates and xnor gates: 5 / 5
DFF: 38 / 38
muxes: 9 / 9
buffers and inverters: 10 / 53
AOI/OAI and AO/OA: 47 / 47
adders and majority gates: 15 / 15
and+or+nand+nor: 49 / 49
synthesized netlist by cell type, types with 2 or more instances:
| cell | count |
|---|---|
| dfrtp_1 | 38 |
| nand2_1 | 26 |
| ha_1 | 12 |
| o21ai_0 | 11 |
| o21ai_2 | 10 |
| nor2_1 | 8 |
| and2_1 | 6 |
| a211oi_1 | 5 |
| mux2i_1 | 5 |
| buf_6 | 4 |
| inv_1 | 4 |
| mux2_2 | 4 |
| xnor2_1 | 4 |
| a21oi_1 | 3 |
| a31oi_1 | 3 |
| fa_1 | 3 |
| nor2b_1 | 3 |
| a21o_1 | 2 |
| nand2b_1 | 2 |
| o211ai_1 | 2 |
| o22a_1 | 2 |
per-layer routing:
layer / part of all wire / vias up
li1: - / 695
met1: 0.49 / 650
met2: 0.45 / 38
met3: 0.050 / 4
met4: 0.013 / 0
met5: 0 / -
worst max path at each step:
stage                               from                to  slack [ps]
after CTS             A_reg[0]$_DFF_PP0_  out[1]$_DFF_PP0_        2520
after global routing  A_reg[0]$_DFF_PP0_  out[2]$_DFF_PP0_        2390
final                 A_reg[1]$_DFF_PP0_  out[4]$_DFF_PP0_        2540
power by group:
| part | switching, mW | internal (mW) |
|---|---|---|
| Combinational | 0.0521 | 0.100 |
| Clock | 0.105 | 0.115 |
| Sequential | 0.0389 | 0.355 |
| Total | 0.196 | 0.571 |
Power is estimated from default activity; no workload was simulated.
