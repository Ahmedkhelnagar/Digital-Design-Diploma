==> flow/run.sh <==
#!/bin/bash
# OpenROAD 26Q1-2900-gdf79404cd8, Yosys 0.63+post, stock flow scripts
make -C /OpenROAD-flow-scripts/flow DESIGN_CONFIG=/design/flow/config.mk WORK_HOME=/design/flow/orfs finish
==> flow/config.mk <==
export PLATFORM = sky130hd
export DESIGN_NAME = Wrapper_module
export DESIGN_NICKNAME = Wrapper_module
export VERILOG_FILES = /design/flow/design.v
export SDC_FILE = /design/flow/constraint.sdc
export NUM_CORES = 4
export LEC_CHECK = 1
export CORE_UTILIZATION = 50
==> flow/constraint.sdc <==
current_design Wrapper_module

set clk_period 48.0
set clk_io_pct 0.2

create_clock -name clk0 -period $clk_period [get_ports {clk}]

set non_clock_inputs [all_inputs -no_clocks]
set_input_delay [expr $clk_period * $clk_io_pct] -clock clk0 $non_clock_inputs
set_output_delay [expr $clk_period * $clk_io_pct] -clock clk0 [all_outputs]
==> flow/design.v <==
module ram (din,dout,rx,tx,clk,rst_n);
        parameter MEM_DEPTH = 256;
        parameter ADDER_SIZE =8;
        input [ADDER_SIZE+1:0] din;
        output reg [ADDER_SIZE-1:0] dout;
        input rx,clk,rst_n;
        output  reg tx;
        reg [ADDER_SIZE-1:0] mem [MEM_DEPTH-1:0];
        reg [ADDER_SIZE-1:0] internal_addr;
        always @(posedge clk ) begin
        if (~rst_n)
        dout <=0;
        else begin
            if (din[9:8] == 2'b00 && rx== 1)begin
                internal_addr <= din[7:0];
                tx =0;  
            end
            else if (din[9:8] == 2'b10 && rx== 1)begin
                internal_addr <= din[7:0];
                tx =0;    
            end 
            else if (din[9:8] == 2'b01 && rx== 1)begin
                mem[internal_addr] <= din[7:0];
                tx = 0;    
            end 
            else if (din[9:8] == 2'b11 && rx== 1)begin
                dout <= mem[internal_addr];
                tx =1;     
            end 
            else
                tx=0;
        end
   end
endmodule
module SPI_FSM_module(MOSI,MISO,SS_n,clk,rst_n,rx_data,rx_valid,tx_data,tx_valid);
    parameter IDLE          = 3'b000;
    parameter CHK_CMD       = 3'b001;
    parameter WRITE         = 3'b010;
    parameter READ_ADD      = 3'b011;
    parameter READ_DATA     = 3'b100;
    input  MOSI,SS_n,clk,rst_n,tx_valid;
    input  [7:0]tx_data; 
    output reg[9:0]rx_data;
    output reg MISO;
    output reg rx_valid;
    (* fsm_encoding = "gray" *) reg [2:0] cs,ns;   
    integer READ_FLAG = 0;
    integer counter_convert = 10;
    always@(*)begin
      case (cs)
            IDLE: 
                if(SS_n)
                    ns = IDLE;
                else 
                    ns = CHK_CMD;
            CHK_CMD:
                if(SS_n)
                    ns = IDLE;
                else begin
                    if(MOSI)begin
                        if(READ_FLAG == 0)
                            ns = READ_ADD;
                        else
                            ns = READ_DATA;
                    end
                    else
                        ns = WRITE;       
                end
            WRITE:
                if(SS_n)
                    ns = IDLE;
                else
                    ns = WRITE;
            READ_ADD:
                if(SS_n)
                    ns = IDLE;
                else
                    ns = READ_ADD;
            READ_DATA:
                if(SS_n)
                    ns = IDLE;
                else 
                    ns = READ_DATA;
            default : ns = IDLE;                    
      endcase
    end
    always@(posedge clk)begin
        if(!rst_n)begin
            cs <= IDLE;
        end
        else
            cs <= ns;
    end
    always@(posedge clk)begin
       case (cs)
            IDLE:begin
                counter_convert <= 9;
            end
            CHK_CMD:begin
                rx_data[counter_convert] <= MOSI;  
                rx_valid <= 0;   
            end
            WRITE:begin
                    rx_data[counter_convert-1] <= MOSI;  
                    counter_convert <= counter_convert - 1;
                    if (counter_convert == 0)    
                        rx_valid <= 1;   
            end
            READ_ADD:begin
                    rx_data[counter_convert-1] <= MOSI;  
                    counter_convert <= counter_convert - 1;
                  if ( counter_convert == 0) begin
                   rx_valid <= 1;   
                   READ_FLAG <= 1;  
                  end
            end
            READ_DATA:begin
                if(tx_valid)begin
                   MISO <= tx_data[counter_convert -1];     
                   counter_convert <= counter_convert - 1;
                   if (counter_convert == 0) begin
                        rx_valid <= 0;
                    end
                end
                else begin    
                    rx_data[counter_convert-1] <= MOSI;
                    counter_convert <= counter_convert - 1;
                    if (counter_convert == 0) begin
                        rx_valid <= 1;
                        READ_FLAG <= 0;  
                        counter_convert <= 9;  
                    end
                end
            end
       endcase
    end
endmodule
module Wrapper_module(MOSI,MISO,SS_n,clk,rst_n);
    input MOSI,SS_n,clk,rst_n;
    output MISO;
    wire [9:0]rx_data;
    wire rx_valid,tx_valid;
    wire [7:0]tx_data;
    ram M1(rx_data,tx_data,rx_valid,tx_valid,clk,rst_n);
    SPI_FSM_module M2(MOSI,MISO,SS_n,clk,rst_n,rx_data,rx_valid,tx_data,tx_valid);
endmodule
==> reports/highlights.md <==
- 84400 µm² — synthesized chip area reported by yosys
- 0 — Gates resized, CTS repair
- 4 — IO Port Bufs
- 0 — Remaining Overflow, GRT
- 31 — number of warnings the tools reported
- 81.6 MHz — Fmax
- clkdlybuf4s50_1 -> buf_4 -> nand4b_1 -> nor3_1 -> nand3_2 -> buf_4 -> nor2_1 — ordered cell list for the critical path
- 0.832 ns — transition time at the pin with the least slew margin
- 0.796 mW — Psw
- 0 — Post-CTS Repair Setup Buffers
- 12.0% — P&R area growth vs syn
- 106 — maximum number of pins on one net before global-route repair
- false — RSZ-0062 raised after global routing
- 3977 — yosys stat cell total
- 12.71 ns — arrival time worst endpoint
- 0.301 — Global Route Usage Sum
- flop — nature of the critical path endpoint
- yes — TritonCTS clock tree
- 0 ns — total negative setup slack
- 0 — Final Hold Violation Tally
- edfxtp_1 — cell type with the largest total area after synthesis
- 413 µm — vertical extent of the die
- 0.84 ns — source-to-sink clock delay at the later pin of the worst-skew pair
- 0.0421 ns — largest clock skew in the final design
- 0 — Hold-fix buffers, CTS
- 0 — max-capacitance violation count
- 40900 — total number of vias
- 2115 — flops & latches, synth
- 0.748 — Max-area cell share
- 7 — CP Depth
- 12.25 ns — clock period minus final worst setup slack
- 3977 — Synth Instances
- 0 — total DRC errors in the routed layout
- buf_4 — cell seen most often among critical-path stages
- 2102 — count of flip-flops with a built-in enable after synthesis
- 0.504 — effective utilization at floorplan
- 12000 — fillcell total
- 136 mm — HPWL Detailed
- 40.6 nW/µm² — power per cell area
- 220 mm — Detailed Route WL
- 6079 — count of placed standard cells including taps
- 413 µm — die extent in x
- reg -> reg — Worst Hold Class
- 12 — crit-path max FO
- 5 — # IOs
- 2115 — number of sinks handled by clock tree synthesis
- 0.532 — part of the power in registers
- 0.255 — final critical-path share of the clock period
- 4 — CTS HTree Levels
- edfxtp_1 — Commonest flop
- 28.8 nW — leakage dissipation
- 3 — synth warn
- 3.04 mW — internal power
- 0.432 — Clock power frac
- 0.273 — fraction of final layout cells sized beyond drive strength 1
- 6.33 — post-detailed-route via-to-cell ratio
- 33.9 µm — drt wl/cell
- 0 — post-route antenna net violation count
- 0.036 — relative contribution of combinational cells to total power
- 0.751 — Seq/Total Area, Yosys
- 0.207 — Net Sw Frac
- in -> reg — category of the critical setup timing path
- simple AND/OR/NAND/NOR gates — cell type group with the largest total delay on the critical path
- 2 — hold depth
- 15 — worst reg-to-reg path cell count
- 48.46 ns — WP data required
- 0 — Final Max Tran Viols
- edfxtp_1, mux4_2, nor2_1, clkbuf_1, nand2_1 — synth cell count leaders
- 0.929 — Routability Congestion
- 88 — number of distinct library cells after synthesis
- 3 — Buf+Inv Stages, Crit Path
- 5 — number of iterations in the first detailed-routing pass
- 0.59 ns — highest cell delay on the worst timing path
- 167000 µm² — Placeable Area
- 2989 — violation tally from detailed-route iteration zero
- 5 — initial antenna violation count
- 0.0410 mV — VDD IR max
- 34.89 ns — Setup WS pre-CTS
- 35.75 ns — slack of the critical path
- 150 — row count
- 0.06 ns — Clock transition at path regs
- finished, final reports clean — run status
- 45900 — via count of the first global-routing pass
- input port — critical path launch point type
- 320 mm — first-pass GRT wire length
- 21.2 µm² — syn avg cell area
- nor2_1 — cell with the largest stage delay on the worst path
- 0.440 — relative slew slack
- 3 — number of buffers on the longest clock path
- 0 — async set-or-reset flop fraction in the synthesized netlist
- 170000 µm² — overall chip area
- 209 — number of buffers added by the clock tree synthesis step
- 0 — total setup violations reported at the end of the flow
- edfxtp_1, mux4_2, nor2_1 — dominant cells by area after synthesis
- clkbuf_16 — clk root buf
- 84400 µm² — Syn Std Cell Area
- edfxtp_1 — top-count cell post-synth
- 6472 — Post-Layout Cell Count
-- final timing paths --
kind | to | slack (ns) | from
setup reg to reg | M2.rx_data[4]$_DFFE_PP_ | 42.28 | M2.counter_convert[0]$_DFFE_PP_
setup / recovery | M1.mem[61][6]$_DFFE_PP_ | 35.75 | rst_n
hold / removal | M2.cs[3]$_DFF_P_ | 0.45 | M2.cs[0]$_DFF_P_
hold reg to reg | M2.cs[3]$_DFF_P_ | 0.45 | M2.cs[0]$_DFF_P_
-- power groups by stage --
stage     combinational [mW]  sequential (mW)  clock, mW
4_1_cts                0.141             2.04       1.69
5_1_grt                0.149             2.04       1.75
6_report               0.139             2.04       1.66
-- routing by layer --
metal / routed length (µm) / global-route usage
met2: 103000 / 0.417
met1: 71900 / 0.413
met5: 471 / 0.0198
met3: 38500 / 0.232
met4: 6070 / 0.0606
-- registers in the layout, summed over array words and instances, names as in the netlist --
name	count
M2.counter_convert	32
M1.mem	2048
M1.tx	1
M1.internal_addr	8
M2.cs	5
M1.dout	8
M2.rx_valid	1
M2.MISO	1
M2.READ_FLAG	1
M2.rx_data	10
-- stage by stage --
stage | hold slack [ns] | cell area, µm² | util | power (mW)
final | 0.450 | 94500 | 0.565 | 3.84
after global routing | 0.515 | 94500 | 0.565 | 3.94
after CTS | 0.457 | 94500 | 0.565 | 3.87
after detailed placement | 0.449 | 87500 | 0.523 | 2.22
after global placement | 0.449 | 87500 | 0.523 | 2.22
after floorplan | 0.416 | 84400 | - | 2.17
-- cell type report --
type / instances / area (µm²) / share of cell area
sequential: 2115 / 63400 / 0.670
multi-input combinational: 1607 / 20100 / 0.213
clock buffer: 244 / 5380 / 0.0569
tap: 2204 / 2760 / 0.0292
clock inverter: 148 / 1660 / 0.0175
timing repair buffer: 135 / 1190 / 0.0125
inverter: 18 / 67.6 / 0.000715
antenna: 1 / 2.50 / 0.0000265
-- kinds of logic (layout without fill, tap and decap cells) --
| group | count (synthesis) | in the layout | share of synthesized area |
|---|---|---|---|
| mux | 672 | 672 | 0.176 |
| buf+inv | 255 | 545 | 0.0116 |
| compound gates | 181 | 181 | 0.0159 |
| other cells | 0 | 1 | 0 |
| fa+ha+maj | 3 | 3 | 0.000445 |
| xor+xnor | 41 | 41 | 0.00425 |
| simple gates | 710 | 710 | 0.0407 |
| flops | 2115 | 2115 | 0.751 |
-- placed cells by master, fill, tap and decap left out, drive strengths merged, types with 9 or more instances in the layout --
master	count
a21oi	24
or4	19
dfxtp	13
buf	131
clkbuf	244
xor2	13
nor4	34
nor2b	34
or3	12
nand2b	15
nand2	91
or2	11
bufinv	29
a31oi	22
clkinvlp	14
nor2	335
nor3	43
clkinv	102
inv	21
and2	9
a31o	11
xnor2	28
nand4	23
o21ai	31
mux4	650
mux2i	14
nand3	58
edfxtp	2102
-- tightest hold or removal path, stage by stage (launching register included) --
cell	delay [ns]
dfxtp_1	0.30
inv_1	0.07
nor2_1	0.04
Power and IR drop assume default switching activity.
